`flow/run.sh`:
```
#!/bin/bash
# OpenROAD 26Q1-2900-gdf79404cd8, Yosys 0.63+post, stock flow scripts
make -C /OpenROAD-flow-scripts/flow DESIGN_CONFIG=/design/flow/config.mk WORK_HOME=/design/flow/orfs finish
```
`flow/config.mk`:
```
export PLATFORM = sky130hd
export DESIGN_NAME = Control_Car
export DESIGN_NICKNAME = Control_Car
export VERILOG_FILES = /design/flow/design.v
export SDC_FILE = /design/flow/constraint.sdc
export NUM_CORES = 4
export LEC_CHECK = 1
export CORE_AREA = 10 10 79 79
export DIE_AREA = 0 0 89 89
```
`flow/constraint.sdc`:
```
current_design Control_Car

set clk_period 1.1
set clk_io_pct 0.2

create_clock -name clk0 -period $clk_period [get_ports {clk}]

set non_clock_inputs [all_inputs -no_clocks]
set_input_delay [expr $clk_period * $clk_io_pct] -clock clk0 $non_clock_inputs
set_output_delay [expr $clk_period * $clk_io_pct] -clock clk0 [all_outputs]
```
`flow/design.v`:
```
module Control_Car(E,TL,RH,LH,M1,M2,key,brake,acc,clk,clr,s);
output reg[2:0] M1;
output reg[1:0] M2;
output reg E,TL,RH,LH;
input key,brake,acc,clk,clr;
input [1:0] s;
parameter stop=3'd0;
parameter slow=3'd1;
parameter med=3'd2;
parameter high=3'd3;
parameter straight=2'd0;
parameter right=2'd1;
parameter left=2'd2;
parameter s0=3'd0; 
parameter s1=3'd1; 
parameter s2=3'd2; 
parameter s3=3'd3; 
parameter s4=3'd4; 
parameter s5=3'd5; 
parameter s6=3'd6; 
parameter s7=3'd7;
reg [2:0] state, next_state,prvs_state;
initial begin
	state=s0;
	E=1'b0;
	M1=stop;
	M2=straight;
end
always @(posedge clk)
	if(clr)
		begin prvs_state=state;state=s0; end
	else
		begin prvs_state=state;state=next_state;end
always @(state)
	begin
	case(state)
		s0: begin
			E=1'b0;
			M1=stop;
			M2=straight;
		    end
		s1: begin
			E=1'b1;
			M1=stop;
			M2=straight;
		    end
		s2: begin
			E=1'b1;
			M1=slow;
			M2=straight;
		    end
		s3: begin
			E=1'b1;
			M1=med;
			M2=straight;
		    end
		s4: begin
			E=1'b1;
			M1=high;
			M2=straight;
		    end
		s6: begin
			E=1'b1;
			M2=left;
			if (prvs_state==s3)
				M1=med;
			else
				M1=slow;
		    end
		s7: begin
			E=1'b1;
			M2=right;
			if (prvs_state==s3)
				M1=med;
			else
				M1=slow;
		    end
	endcase
	end
always @(state or key or brake or acc or s)
 begin 
	case (state)
		s0: if(key)
			next_state=s1;
		    else
			next_state=s0;
		s1: if(key)
			if(brake) 
				begin {RH,TL,LH} = 3'b010; next_state=s1; end
			else if (!acc) begin	
				next_state=s1; 
				{RH,TL,LH} = 3'b000;end
			else
				begin next_state=s2; 
				{RH,TL,LH} = 3'b000;end
		s2: if(brake)
				begin {RH,TL,LH} = 3'b010; next_state=s1; end
			else if (acc==0)
				begin {RH,TL,LH} = 3'b000;
			if(s==0) 	
					next_state=s2; 
			else if(s==1) 
					begin {RH,TL,LH} = 3'b100; next_state=s7;end
				else if(s==2)
					begin {RH,TL,LH} = 3'b001; next_state=s6;end end
			else 
				begin {RH,TL,LH} = 3'b000; next_state=s3;end 
		s3: if(brake)
			begin {RH,TL,LH} = 3'b010;  next_state=s2; end
		    else if(acc==0)
			begin {RH,TL,LH} = 3'b000; if(s==0)
				next_state=s3;
			else if(s==1)
				begin {RH,TL,LH} = 3'b100; next_state=s7; end
			else if(s==2)
				begin {RH,TL,LH} = 3'b001; next_state=s6; end end
		    else 
			begin {RH,TL,LH} = 3'b000; next_state=s4;end 
		s4: if(brake) 
			begin {RH,TL,LH} = 3'b010;  next_state=s3; end
		    else if(s==0) begin	
					{RH,TL,LH} = 3'b000; next_state=s4; end
			else if(s==1 || s==2) 
					begin   TL=1'b0; next_state=s3;end
		s6: if(M1==med&&s==0)
			next_state=s3;
		else if(M1==slow&&s==0)
			next_state=s2;
		    else
			next_state=s6;
		s7: if(M1==med&&s==0)
			next_state=s3;
		else if(M1==slow&&s==0)
			next_state=s2;
		    else
			next_state=s7;
		default: next_state=s0;
	endcase
end
endmodule
```
==> run summary <==
fresh numbers from the pnr run: overflow left after global routing=0, cell leakage power=~0.35 nW, number of iterations in the first detailed-routing pass=5, largest net degree at the start of global routing=19, Antenna Cells=0, Fin Clk Skew=2.36 ps, growth of design area from synthesis to finish=35.0%, upper clock frequency limit=~1300 MHz, Cell Pwr Density=about 720 nW/um2, number of instances in the synthesized netlist=approximately 86, Maximum Capacitance Violations=0, Comb pwr share=0.130, sort of element at the start of the critical path=flop, sequential cell fraction of total power=0.371, number of warning messages in the yosys log=1, number of register pins that no clock reaches=11, cell-internal power=0.512 mW, final sum of negative setup slack=0 ps, Critical R2R Launch=state[0]$_SDFF_PP0_, post-detailed-placement half-perimeter wirelength=between 1000 and 1500 um, proportion of total power due to net switching=0.215, number of enable flip-flop cells=0, register-to-register setup slack=about 310 ps, net switching power of the design=about 0.14 mW, number of buffers added on ports=14, Critical Path Sink Type=flop, required time reported for the critical path endpoint=around 1200 ps, Post-Synthesis Cell Area=669 um2, dpl cells=roughly 150, list of most frequent post-synthesis cells=sky130_fd_sc_hd__dlxtn_1 (11), sky130_fd_sc_hd__nor2_1 (9), sky130_fd_sc_hd__nand2_1 (8), tally of filler cells in the layout=508, Pins Over Slew Limit=0, Core Footprint=around 4700 um2, CP Capture Point=prvs_state[0]$_DFF_P_, period utilisation layout=0.717, Hold Crit Class=reg -> reg, setup ws final=about 310 ps, Post-CTS Setup Inserts=0, worst reg2reg path endpoint=prvs_state[0]$_DFF_P_, total routing usage reported by global routing=0.0424, fraction of synthesis flops using an asynchronous set or reset pin=0, vias in the first global route=roughly 600, ports placed on the boundary=16, class of the most critical setup path=reg -> reg, cell depth of the worst flop-to-flop path=0, number of design rule violations left after detail routing=0, Bufs on Longest Clock Path=2, number of unconstrained endpoints=19, Synth top cell by count=sky130_fd_sc_hd__dlxtn_1, peak ir drop on the vdd network=0.000217 V, horizontal die dimension=89 um, total power of the final layout=between 0.6 and 0.7 mW, cell depth of the worst min-delay path=0, later-pin clock latency in the skew report=roughly 220 ps, cells in synth_stat.txt=86, cts hold-fix bufs=0, height of the die=around 89 um, clock slew at the register clock pins of the worst setup and hold paths=about 40 ps, total die size=about 8000 um2, Core Density at Floorplan=0.144, 1st-iter DRT viols=about 82, Place WS=201 ps, wire length of the first global-routing pass=roughly 2700 um, mean instance size in the synthesized netlist=~8 um2, final hold viol count=0, ys flops=17, clock period minus worst slack=between 700 and 800 ps, tool warnings=25, initial antenna violation count=0, beginning of the critical path=state[0]$_SDFF_PP0_, CTS tree=done, fraction of final layout cells sized beyond drive strength 1=0.0606, gpl congestion=approximately 0.84, Clock H-tree levels=1, relative slew slack=0.659, vias per std cell=approximately 4.0, Worst Path Arrival=between 800 and 900 ps, Most common reg cell=sky130_fd_sc_hd__dlxtn_1, average detailed-routed wire length per instance=roughly 11 um, power share of the clock group=0.499, result of the run=complete, no violations, total wire length after detailed routing=~1700 um, clock tree root driver cell=sky130_fd_sc_hd__clkbuf_8, top cells by area=sky130_fd_sc_hd__dlxtn_1 (25%), sky130_fd_sc_hd__dfxtp_1 (18%), sky130_fd_sc_hd__nor2_1 (5.0%), count of unique library cells instantiated by Yosys=29, fraction of synthesized cell area taken by the top area cell type=0.247, RSZ-0062 raised after global routing=no, largest fanout on the critical path=18, Setup-failing EPs final=0, post-route non-filler standard cell count=approximately 150, largest area contributor in the synthesized netlist=sky130_fd_sc_hd__dlxtn_1, vias after detailed routing=between 600 and 700, CP Depth=0, post-cts resize count=0, number of rows in the core area=25, post-synthesis chip area from yosys=about 670 um2, number of antenna-violating nets in the routed design=0, Worst Max-Slew Pin Slew=511 ps, number of buffers created by CTS=3
## worst min-delay path by stage
stage	startpoint	end	slack, ps
5_1_grt	state[2]$_SDFF_PP0_	prvs_state[2]$_DFF_P_	350
6_report	state[2]$_SDFF_PP0_	prvs_state[2]$_DFF_P_	340
4_1_cts	state[2]$_SDFF_PP0_	prvs_state[2]$_DFF_P_	340
## power groups by stage
stage | Clock [mW] | Sequential (mW) | Combinational (mW)
4_1_cts | 0.332 | 0.242 | 0.0855
5_1_grt | 0.357 | 0.243 | 0.0964
6_report | 0.326 | 0.242 | 0.0850
## registers in the layout, indices dropped and copies added, names as in the netlist
name and flops:
E 1, next_state 3, LH 1, TL 1, M2 2, RH 1
M1 2, prvs_state 3, state 3
## cell families (layout without fill, tap and decap cells)
| family | Yosys count | after routing | share of synthesized area |
|---|---|---|---|
| compound gates | 23 | 23 | 0.217 |
| xor+xnor | 1 | 1 | 0.0131 |
| buf+inv | 8 | 21 | 0.0505 |
| flops | 6 | 6 | 0.179 |
| latches | 11 | 11 | 0.247 |
| other cells | 1 | 1 | 0.00560 |
| simple gates | 36 | 36 | 0.288 |
## layout make-up
| cell class | count | area (um2) | area share |
|---|---|---|---|
| well taps | 54 | 67.6 | 0.0748 |
| repair buffers | 15 | 148 | 0.163 |
| flip-flops and latches | 17 | 285 | 0.316 |
| inverters | 3 | 11.3 | 0.0125 |
| clock buffers | 3 | 41.3 | 0.0457 |
| multi-input cells | 61 | 350 | 0.388 |
## through the flow
stage	instance area, um2	hold WS [ps]	utilization
floorplan	669	292	-
global placement	862	333	0.185
detailed placement	862	336	0.185
CTS	903	345	0.194
global route	903	354	0.194
finish	903	343	0.194
## cell usage in the layout (no fill, tap or decap), types with 2 or more instances in the layout
cell / synthesis / layout
sky130_fd_sc_hd__a21o_1: 2 / 2
sky130_fd_sc_hd__a21oi_1: 4 / 4
sky130_fd_sc_hd__a31oi_1: 4 / 4
sky130_fd_sc_hd__and3_1: 3 / 3
sky130_fd_sc_hd__clkbuf_8: 0 / 3
sky130_fd_sc_hd__clkdlybuf4s50_1: 0 / 14
sky130_fd_sc_hd__dfxtp_1: 6 / 6
sky130_fd_sc_hd__dlxtn_1: 11 / 11
sky130_fd_sc_hd__inv_1: 3 / 3
sky130_fd_sc_hd__nand2_1: 8 / 8
sky130_fd_sc_hd__nand2b_1: 2 / 2
sky130_fd_sc_hd__nand3b_1: 2 / 2
sky130_fd_sc_hd__nor2_1: 9 / 9
sky130_fd_sc_hd__nor2b_1: 4 / 4
sky130_fd_sc_hd__nor3_1: 3 / 3
sky130_fd_sc_hd__o21a_1: 2 / 2
sky130_fd_sc_hd__o21ai_0: 6 / 6
## routing by layer
layer / vias to the layer above / wire (um) / track usage
met4: 0 / 36 / 0.00867
met2: 21 / 774 / 0.0691
met5: - / 0 / 0
met1: 257 / 720 / 0.0539
li1: 329 / - / -
met3: 4 / 121 / 0.0138
Power is estimated from default activity; no workload was simulated.
